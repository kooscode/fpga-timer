$ cat /design/flow/run.sh
#!/bin/bash
# OpenROAD 26Q1-2900-gdf79404cd8, Yosys 0.63+post, stock flow scripts
make -C /OpenROAD-flow-scripts/flow DESIGN_CONFIG=/design/flow/config.mk WORK_HOME=/design/flow/orfs finish
$ cat /design/flow/config.mk
export PLATFORM = sky130hd
export DESIGN_NAME = top
export DESIGN_NICKNAME = top
export VERILOG_FILES = /design/flow/design.v
export SDC_FILE = /design/flow/constraint.sdc
export NUM_CORES = 4
export LEC_CHECK = 1
export CORE_UTILIZATION = 30
$ cat /design/flow/constraint.sdc
current_design top

set clk_period 7.0
set clk_io_pct 0.2

create_clock -name clk0 -period $clk_period [get_ports {clk}]

set non_clock_inputs [all_inputs -no_clocks]
set_input_delay [expr $clk_period * $clk_io_pct] -clock clk0 $non_clock_inputs
set_output_delay [expr $clk_period * $clk_io_pct] -clock clk0 [all_outputs]
$ cat /design/flow/design.v
module clock_div
	 #(	 
			parameter CLK_IN_HZ = 50000000, 
			parameter CLK_OUT_HZ = 10) 
		(	input clk_in,
			output reg clk_out);
parameter clk_div = CLK_IN_HZ / CLK_OUT_HZ - 1;
reg [31:0] clk_counter;
initial clk_counter = 0;
always @(posedge clk_in)
begin
	if (clk_counter == clk_div)
	begin
		clk_out <= ~clk_out;
		clk_counter <= 32'b0;
	end
	else
	begin
		clk_counter <= clk_counter + 1;
	end
end
endmodule
module seg7_counter(
		input clk_in,
		output reg [6:0] seg7_out,
		output reg carry_bit
    );
parameter MAX_BCD = 4'd9;
reg	[4:0] bcd_cnt = 0;
initial carry_bit = 0;
always @(posedge clk_in)
begin	
	case(bcd_cnt)
		4'd0:seg7_out <= 7'b100_0000;
		4'd1:seg7_out <= 7'b111_1001;
		4'd2:seg7_out <= 7'b010_0100;
		4'd3:seg7_out <= 7'b011_0000;
		4'd4:seg7_out <= 7'b001_1001;
		4'd5:seg7_out <= 7'b001_0010;
		4'd6:seg7_out <= 7'b000_0010;
		4'd7:seg7_out <= 7'b111_1000;
		4'd8:seg7_out <= 7'b000_0000;
		4'd9:seg7_out <= 7'b001_0000;
		4'ha:seg7_out <= 7'b000_1000;
		4'hb:seg7_out <= 7'b000_0011;
		4'hc:seg7_out <= 7'b100_0110;
		4'hd:seg7_out <= 7'b010_0001;
		4'he:seg7_out <= 7'b000_0110;
		4'hf:seg7_out <= 7'b000_1110;
		default:seg7_out <= 7'b111_1111;
	endcase
	if (bcd_cnt == MAX_BCD)
	begin
		carry_bit <= 1;
		bcd_cnt <= 0;
	end		
	else
	begin
		carry_bit <= 0;
		bcd_cnt <= bcd_cnt + 1;
	end		
end
endmodule
module top(
			input clk,
			output reg [5:0] seg_sel,
			output reg [7:0] seg_data
			);
initial
begin
	seg_data = 8'hff;
	seg_sel = 6'b11_1111;
end
wire clk_scan;
clock_div	#(.CLK_IN_HZ(50000000), .CLK_OUT_HZ(400000))
				clk_div_scan(.clk_in(clk), .clk_out(clk_scan));
wire seg_clk0;
clock_div	#(.CLK_IN_HZ(50000000), .CLK_OUT_HZ(200000))
				clk_div_200k(.clk_in(clk), .clk_out(seg_clk0));
wire seg_clk1;
wire [6:0] digit0;
seg7_counter cnt0 (.clk_in(seg_clk0), .seg7_out(digit0), .carry_bit(seg_clk1));
wire seg_clk2;
wire [6:0] digit1;
seg7_counter cnt1 (.clk_in(~seg_clk1), .seg7_out(digit1), .carry_bit(seg_clk2));
wire seg_clk3;
wire [6:0] digit2;
seg7_counter cnt2 (.clk_in(~seg_clk2), .seg7_out(digit2), .carry_bit(seg_clk3));
wire seg_clk4;
wire [6:0] digit3;
seg7_counter cnt3 (.clk_in(~seg_clk3), .seg7_out(digit3), .carry_bit(seg_clk4));
wire seg_clk5;
wire [6:0] digit4;
seg7_counter cnt4 (.clk_in(~seg_clk4), .seg7_out(digit4), .carry_bit(seg_clk5));
wire seg_clk_nc;
wire [6:0] digit5;
seg7_counter cnt5 (.clk_in(~seg_clk5), .seg7_out(digit5), .carry_bit(seg_clk_nc));
reg [3:0] seg_idx ;
always @(posedge clk_scan)
begin
	case(seg_idx)
		4'd0: 
		begin
			seg_sel <= 6'b11_1110;
			seg_data[6:0] <= digit5;
			seg_data[7] <= 0;
		end
		4'd1:
		begin
			seg_sel <= 6'b11_1101;
			seg_data[6:0] <= digit4;
			seg_data[7] <= 1;
		end
		4'd2:
		begin
			seg_sel <= 6'b11_1011;
			seg_data[6:0] <= digit3;
			seg_data[7] <= 1;
		end
		4'd3:
		begin
			seg_sel <= 6'b11_0111;
			seg_data[6:0] <= digit2;
			seg_data[7] <= 1;
		end
		4'd4:
		begin
			seg_sel <= 6'b10_1111;
			seg_data[6:0] <= digit1;
			seg_data[7] <= 1;
		end
		4'd5:
		begin
			seg_sel <= 6'b01_1111;
			seg_data[6:0] <= digit0;
			seg_data[7] <= 1;
		end
		default:
		begin
			seg_sel <= 6'b11_1111;
			seg_data <= 8'hff;
		end
	endcase
	if (seg_idx == 4'd5)
		seg_idx <= 0;
	else
		seg_idx <= seg_idx + 1;
end
endmodule
==> flow_summary.ini <==
; generated from flow reports
[detailed_routing]
vias_per_cell = 4.57
wl_per_cell_um = 11.2
wl_mm = 12.3
first_pass_iters = 4
vias = 5036
drc = 0
antenna_cells = 0
ant_nets = 0
drt_iter0_drc = 226

[worst_setup_path]
critPathMaxFanout = 12
cp_slowest_cell = nand4_1
r2r-start = clk_div_scan.clk_counter[2]
reg2regPathDepth = 4
path_cells = and4_1 -> nand4_1 -> nor4_1 -> xor2_1
r2r_setup_slack_ns = 5.01
critPathCaptureType = register
startpoint_type = register
max_stage_delay_ns = 0.55
r2r-end = clk_div_scan.clk_counter[14]
crit_type = reg -> reg
arrival_ns = 2.24
crit_required_ns = 7.26

[die]
chipArea_mm2 = 0.0250
coreArea_mm2 = 0.0237
die_w_um = 158
io_pins = 15
die_h_um = 158
fp_util = 0.309
row_count = 56

[power_and_ir_drop]
p_comb_frac = 0
pwr_density_cell_mw_per_mm2 = 102
p_sw_mw = 0.157
power_frac_clock = 0.537
vdd_drop_max_mv = 0.141
power.share.switching = 0.192
p_seq_frac = 0.463
p_int_mw = 0.659
p_leak_nw = 3.03

[clocking]
cts_tree = built
numCtsBuffers = 9
ctsResizeCount = 0
clock_tree.root_cell = clkbuf_16
ctsHoldBuffers = 0
clk-insertion-delay-late_ns = 0.32
clock_path_buffers = 2
post-cts-setup-buffer-count = 0
path_clk_slew_ns = 0.06
cts_max_level = 3

[grt]
grt_max_degree = 21
grt_antenna_before_repair = 0
grt_pass1_vias = 4584
overflow = 0
track_usage = 0.105
grt_pass1_wl_mm = 21.5

[sta]
fin_crit_ns = 1.99
tightest_slew_ns = 0.759
slew_violations = 0
hold_viol_final = 0
relSlewSlack = 0.487
worst_hold_slack_ns = 0.470
fin_crit_sh = 0.284
unclocked_regs = 95
tns_ns = 0
untimed_endpoints = 109
fmax_ghz = 0.503
finalSetupViolations = 0
fin_skew_ns = 0.00706
rsz0062_at_grt = false

[logic_synthesis]
ys_warn_count = 4
async_reset_ff_frac = 0
yosys_area_mm2 = 0.00731
yosysSeqAreaShare = 0.444
edf_count = 2
synth_flops = 161
yosysUniqueCellTypes = 51
synth_area_mm2 = 0.00731
syn_avg_cell_area_um2 = 9.24
ys_cells = 791
ys.flop_type = dfxtp_1
syn_inst = 791

[placed_design]
dpl.hpwl_mm = 8.88
gp_congestion = 0.843
portBuffers = 14
placed_area_mm2 = 0.00767

[layout]
final_layout_size_suffix_gt1_frac = 0.0512
fillCellCount = 2427
fin_area_mm2 = 0.00797
syn_to_final_growth_pct = 9.06
final_core_util = 0.336

[job]
tool_warnings = 60
drv_cap = 0

[min_path]
min_path_cells = 1
min_delay_worst_endpoint = clk_div_scan.clk_counter[31]
hold_start = clk_div_scan.clk_counter[31]
hold_path.class = reg -> reg

[outcome]
outcome = finished, final reports clean
-- synth_stat cells (3+ instances only) --
cell      number  area, um2
a211o_1       13        114
a21oi_1       19       95.1
a221o_1        6       60.1
a222oi_1       4       40.0
a22oi_1        5       37.5
a31oi_1        9       56.3
and2_1         3       18.8
and3_1         5       31.3
and4_1         8       70.1
buf_1          5       18.8
clkbuf_1      28        105
dfxtp_1      159       3180
ha_1          44        551
inv_1         49        184
mux2_2         3       33.8
mux2i_1       10        100
mux4_2         4       90.1
nand2_1       61        229
nand2b_1       4       25.0
nand3_1       39        195
nand4_1       13       81.3
nor2_1        80        300
nor2b_1       10       62.6
nor3_1        30        150
nor3_2         3       30.0
nor4_1        22        138
nor4_2         6       75.1
nor4b_1        3       26.3
o211ai_1       5       37.5
o21a_1         6       45.0
o21ai_0       26        130
or2_2          6       37.5
or3_1          5       31.3
xnor2_1       32        280
xor2_1        43        377
-- state kept, by name (all words and copies together), names as in the netlist, 5 cells and up --
| name | count |
|---|---|
| cnt2.bcd_cnt | 5 |
| cnt0.seg7_out | 7 |
| cnt2.seg7_out | 7 |
| clk_div_scan.clk_counter | 32 |
| seg_data | 8 |
| seg_sel | 6 |
| clk_div_200k.clk_counter | 32 |
| cnt4.bcd_cnt | 5 |
| cnt3.seg7_out | 7 |
| cnt0.bcd_cnt | 5 |
| cnt1.seg7_out | 7 |
| cnt4.seg7_out | 7 |
| cnt1.bcd_cnt | 5 |
| cnt5.seg7_out | 7 |
| cnt5.bcd_cnt | 5 |
| cnt3.bcd_cnt | 5 |
-- routing by layer --
layer,share of wire,track usage,up-vias,wire (um)
li1,-,-,2702,-
met2,0.42,0.159,49,5190
met1,0.55,0.168,2274,6720
met4,0.0080,0.00916,0,98
met3,0.025,0.0134,11,309
met5,0,0,-,0
-- area by class of cell --
type	instances	area [um2]	share of cell area
well taps	319	399	0.0501
multi-input cells	543	3710	0.465
clock buffers	10	239	0.0300
flip-flops and latches	161	3240	0.407
repair buffers	14	140	0.0176
clock inverters	5	55.1	0.00691
inverters	49	184	0.0231
-- critical path: cells and delay by family, from the launching register on --
family	cells	cell delay (ns)
flops	1	0.41
simple gates	3	1.34
xor+xnor	1	0.17
-- cells by family after synthesis --
kind of cell / after synthesis / synth area share
simple gates: 305 / 0.217
flops: 161 / 0.444
xor+xnor: 75 / 0.0899
fa+ha+maj: 44 / 0.0753
buf+inv: 87 / 0.0486
compound gates: 102 / 0.0944
mux: 17 / 0.0307
-- cell usage in the layout, fill, tap and decap left out, types with 8 or more instances in the layout --
cell,Yosys,routed
dfxtp_1,159,159
nor2_1,80,80
nand2_1,61,61
inv_1,49,49
ha_1,44,44
xor2_1,43,43
nand3_1,39,39
xnor2_1,32,32
nor3_1,30,30
o21ai_0,26,26
nor4_1,22,22
a21oi_1,19,19
clkdlybuf4s50_1,0,14
a211o_1,13,13
nand4_1,13,13
nor2b_1,10,10
mux2i_1,10,10
a31oi_1,9,9
clkbuf_16,0,9
and4_1,8,8
-- worst max path at each step --
stage / startpoint / endpoint / slack (ns)
6_report: clk_div_scan.clk_counter[2] / clk_div_scan.clk_counter[14] / 5.01
4_1_cts: clk_div_scan.clk_counter[2] / clk_div_scan.clk_counter[14] / 5.00
5_1_grt: clk_div_scan.clk_counter[2] / clk_div_scan.clk_counter[14] / 4.70
-- through the flow --
stage	std cells	power [mW]	setup WS (ns)
floorplan	791	0.385	5.35
global placement	1086	0.385	5.03
detailed placement	1086	0.385	5.01
CTS	1101	0.825	5.00
global route	1101	0.841	4.70
finish	1101	0.816	5.01
-- power by group through the flow --
stage                 Combinational [mW]  Clock, mW  Sequential (mW)
after CTS                     0.00000158      0.448            0.377
after global routing          0.00000158      0.464            0.377
final                         0.00000158      0.438            0.378
Power is estimated from default activity; no workload was simulated.
